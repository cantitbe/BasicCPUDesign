**/design/flow/config.mk**
```make
export PLATFORM = sky130hd
export DESIGN_NAME = mem_wb
export DESIGN_NICKNAME = mem_wb
export VERILOG_FILES = /design/flow/design.v
export SDC_FILE = /design/flow/constraint.sdc
export NUM_CORES = 4
export LEC_CHECK = 1
export CORE_AREA = 10 10 99 99
export DIE_AREA = 0 0 109 109
```
**/design/flow/constraint.sdc**
```tcl
current_design mem_wb

set clk_period 1.0
set clk_io_pct 0.2

create_clock -name clk0 -period $clk_period [get_ports {clk}]

set non_clock_inputs [all_inputs -no_clocks]
set_input_delay [expr $clk_period * $clk_io_pct] -clock clk0 $non_clock_inputs
set_output_delay [expr $clk_period * $clk_io_pct] -clock clk0 [all_outputs]
```
**/design/flow/design.v**
```verilog
module mem_wb(
    input wire clk,
    input wire rst_n,
    input wire[4:0] mem_wd,
    input wire mem_wreg,
    input wire[31:0] mem_wdata,
    input wire[5:0] stall,
    input wire flush,
    output wire[4:0] wb_wd,
    output wire wb_wreg,
    output wire[31:0] wb_wdata
);
always @ (posedge clk or negedge rst_n) begin
    if(rst_n == 1'b0) begin
        wb_wd <= 5'b00000;
        wb_wreg <= 1'b0;
        wb_wdata <= 32'b00000000;
    end
    else if(flush == 1'b1) begin
        wb_wd <= 5'b00000;
        wb_wreg <= 1'b0;
        wb_wdata <= 32'b00000000;
    end        
    else if(stall[4] == 1'b1 && stall[5] == 1'b0) begin 
        wb_wd <= 5'b00000;
        wb_wreg <= 1'b0;
        wb_wdata <= 32'b00000000;
    end
    else if(stall[4] == 1'b0) begin
        wb_wd <= mem_wd;
        wb_wreg <= mem_wreg;
        wb_wdata <= mem_wdata;
    end
    else begin
        wb_wd <= wb_wd;
        wb_wreg <= wb_wreg;
        wb_wdata <= wb_wdata;   
    end   
end
endmodule
```
**/design/flow/run.sh**
```bash
#!/bin/bash
# OpenROAD 26Q1-2900-gdf79404cd8, Yosys 0.63+post, stock flow scripts
make -C /OpenROAD-flow-scripts/flow DESIGN_CONFIG=/design/flow/config.mk WORK_HOME=/design/flow/orfs finish
```
==> impl_metrics.tcl <==
# metrics dict for downstream scripts
set metrics [dict create \
    status "finished with violations" \
    violations "hold timing" \
    yosysUniqueCellTypes 14 \
    ant_nets 0 \
    ys_top_cells_by_area "dfrtp_1 (49%), nand3_2 (15%), a21oi_2 (13%)" \
    layoutNonFillerInstCount 393 \
    crit_slowest_cell "dfrtp_1" \
    pwr-share-comb 0.213 \
    fin_ws_ns 0.0128 \
    yosysSeqAreaShare 0.486 \
    layout_top_cell "buf_4" \
    cp_num_cells 1 \
    synth_area_per_cell_um2 12.3 \
    endpoint "wb_wdata[22]" \
    vias 1607 \
    warnings 33 \
    finalMaxSlewViolations 0 \
    criticalPathCategory "flip-flop to output pin" \
    antenna_found_initial 0 \
    top_area_cell "dfrtp_1" \
    chipWidth_um 109 \
    dieArea_mm2 0.0119 \
    top_area_frac 0.486 \
    switching_share 0.251 \
    maxCapViolCount 0 \
    rows 32 \
    synthToLayoutAreaGrowth_pct 59.6 \
    core_mm2 0.00773 \
    total_power_w 0.00336 \
    final_layout_size_suffix_gt1_frac 0.581 \
    clkLatencyLatePin_ns 0.28 \
    slew_headroom 0.795 \
    synth_cells 159 \
    drtIter0Drc 20 \
    power.internal_w 0.00251 \
    setup_viol 0 \
    dr.pass1.iters 4 \
    setup_tns_ns 0 \
    globalplace.congestion 0.705 \
    ff2ff_path_depth 4 \
    h-tree-depth 2 \
    crit_path_start "wb_wdata[22]" \
    skew_ns 0 \
    hold_viol 38 \
    p_per_area_mw_per_mm2 1070 \
    routed_wl_um 5500 \
    route.detailed.drc 0 \
    clk_transition_reported_paths_ns 0.07 \
    grt_pass1_vias 1746 \
    rr_startpoint "wb_wdata[1]" \
    r2r_slack_ns 0.13 \
    slowest_delay_ns 0.39 \
    ys_area_mm2 0.00196 \
    cp_cell_sequence "buf_2" \
    worstPathRequired_ns 0.80 \
    routedWlPerCell_um 14.0 \
    p_sw_w 0.000844 \
    cp-end-kind "output pin" \
    clock_sinks 38 \
    syn_area_mm2 0.00196 \
    period_needed_ns 0.987 \
    rsz0062_at_grt "true" \
    grt_start_max_net_pins 41 \
    cts_buffer_depth 2 \
    ys_ff 38 \
    power_frac_seq 0.488 \
    min_period_over_period 0.987 \
    initCoreUtil 0.253 \
    yosys_cells 159 \
    ir_drop_mv 0.559 \
    leakagePower_nw 1.41 \
    overflow 0 \
    synth_warnings 16 \
    worst_slew_pin_slew_ns 0.308 \
    worst-path-max-fanout 2 \
    diodes 0 \
    cts_tree "built" \
    r2r-end "wb_wdata[1]" \
    hold_path_class "input pin to asynchronous set/reset pin" \
    critical_path.top_delay_family "flip-flops" \
    placed_cells_incl_taps 359 \
    die_h_um 109 \
    io-pin-count 85 \
    clkPwrFrac 0.299 \
    lay_top_cells "buf_4 (55), buf_2 (42), clkdlybuf4s50_1 (38), dfrtp_1 (38), nand2b_1 (33)" \
    viasPerCell 4.09 \
    critical_path_buf_inv_count 1 \
    cts_buffers 5 \
    track_usage 0.0916 \
    clock.fmax_mhz 1010 \
    grt_pass1_wl_um 8870 \
    whs_ns -0.124 \
    dp_hpwl_um 3670 \
    pre_cts_slack_ns -0.0396 \
    io_buffers 80 \
    worstPathArrival_ns 0.79 \
    ctsRootBufferMaster "clkbuf_8" \
    critPathLaunchType "flip-flop" \
]
cells by family after synthesis:
| kind of cell | synth area share |
|---|---|
| simple gates | 0.274 |
| compound gates | 0.168 |
| buf+inv | 0.0722 |
| flops | 0.486 |
how the worst min path moves through the flow:
stage | from | to | slack (ns) | depth (start not counted)
4_1_cts | rst_n | wb_wreg | -0.13 | 2
5_1_grt | rst_n | wb_wreg | -0.12 | 2
6_report | rst_n | wb_wreg | -0.12 | 2
cells in the mapped netlist:
library cell,instances
nand2b_1,33
dfrtp_1,38
nand3_2,30
a21oi_2,30
buf_2,5
buf_4,2
nor2b_2,1
nor2_2,1
a32o_1,5
clkbuf_1,2
nand3_1,3
buf_6,3
buf_12,3
a21oi_1,3
power by group through the flow:
stage | registers, W | clock network, W | logic (W)
finish | 0.00164 | 0.00100 | 0.000716
CTS | 0.00164 | 0.00107 | 0.000702
global route | 0.00165 | 0.00113 | 0.000785
cell type report:
type | count | area [um2]
fill | 743 | 4600
multi-input combinational | 106 | 865
tap | 102 | 128
timing repair buffer | 140 | 1100
clock buffer | 7 | 76.3
sequential | 38 | 951
state kept, by name, indices dropped and copies added (netlist names):
| signal | count |
|---|---|
| wb_wdata | 32 |
| wb_wd | 5 |
| wb_wreg | 1 |
through the flow:
step / cell area [um2] / utilization
5_1_grt: 3120 / 0.404
6_report: 3120 / 0.404
3_5_place_dp: 3030 / 0.393
4_1_cts: 3030 / 0.392
3_3_place_gp: 3030 / 0.393
2_1_floorplan: 1960 / -
timing repair:
action                                 in CTS  in global routing
gates resized                             115                  0
endpoints found under the hold margin      38                 38
pin swaps                                   0                  0
buffers inserted                           15                 12
setup endpoints to repair                  38                 36
routing by layer:
metal,up-vias,global-route usage,share of wire
met2,46,0.141,0.46
met1,750,0.127,0.45
met3,5,0.0323,0.082
met4,0,0.00942,0.0080
li1,806,-,-
met5,-,0,0
Power is estimated from default activity; no workload was simulated.
