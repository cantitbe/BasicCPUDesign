File: /design/flow/run.sh
#!/bin/bash
# OpenROAD 26Q1-2900-gdf79404cd8, Yosys 0.63+post, stock flow scripts
make -C /OpenROAD-flow-scripts/flow DESIGN_CONFIG=/design/flow/config.mk WORK_HOME=/design/flow/orfs finish
File: /design/flow/config.mk
export PLATFORM = sky130hd
export DESIGN_NAME = id_ex
export DESIGN_NICKNAME = id_ex
export VERILOG_FILES = /design/flow/design.v
export SDC_FILE = /design/flow/constraint.sdc
export NUM_CORES = 4
export LEC_CHECK = 1
export CORE_AREA = 10 10 221 221
export DIE_AREA = 0 0 231 231
File: /design/flow/constraint.sdc
current_design id_ex

set clk_period 1.0
set clk_io_pct 0.2

create_clock -name clk0 -period $clk_period [get_ports {clk}]

set non_clock_inputs [all_inputs -no_clocks]
set_input_delay [expr $clk_period * $clk_io_pct] -clock clk0 $non_clock_inputs
set_output_delay [expr $clk_period * $clk_io_pct] -clock clk0 [all_outputs]
File: /design/flow/design.v
module id_ex(
    input wire clk,
    input wire rst_n,
    input wire[7:0] id_aluop,
    input wire[31:0] id_pc,
    input wire[31:0]  id_reg1,
    input wire[31:0]  id_reg2,
    input wire[31:0]  id_imm,
    input wire[4:0] id_wd,
    input wire           id_wreg,
    input wire[5:0] stall,
    input wire flush,
    input wire[31:0] id_inst,
    output reg[31:0] ex_inst,
    output reg[7:0] ex_aluop,
    output wire[31:0] ex_pc,
    output reg[31:0] ex_reg1,
    output reg[31:0] ex_reg2,
    output wire[31:0]  ex_imm,
    output reg[4:0] ex_wd,
    output reg ex_wreg
);
always @ (posedge clk or negedge rst_n) begin
    if(rst_n == 1'b0) begin
        ex_aluop <= 8'b00000000;
        ex_reg1 <= 32'b00000000;
        ex_reg2 <= 32'b00000000;
        ex_imm <= 32'b00000000;
        ex_wd <= 5'b00000;
        ex_wreg <= 1'b0;
        ex_pc <= 32'b00000000;
        ex_inst <= 32'b00000000;
    end
    else if(flush == 1'b1) begin
        ex_aluop <= 8'b00000000;
        ex_reg1 <= 32'b00000000;
        ex_reg2 <= 32'b00000000;
        ex_imm <= 32'b00000000;
        ex_wd <= 5'b00000;
        ex_wreg <= 1'b0;
        ex_pc <= 32'b00000000;
        ex_inst <= 32'b00000000;   
    end     
    else if(stall[2] == 1'b1 && stall[3] == 1'b0) begin
        ex_aluop <= 8'b00000000;
        ex_reg1 <= 32'b00000000;
        ex_reg2 <= 32'b00000000;
        ex_imm <= 32'b00000000;
        ex_wd <= 5'b00000;
        ex_wreg <= 1'b0;
        ex_pc <= 32'b00000000;
        ex_inst <= 32'b00000000;
    end
    else if(stall[2] == 1'b0) begin
        ex_aluop <= id_aluop;
        ex_reg1 <= id_reg1;
        ex_reg2 <= id_reg2;
        ex_imm <= id_imm;
        ex_wd <= id_wd;
        ex_wreg <= id_wreg;
        ex_inst <= id_inst;
        ex_pc <= id_pc;
    end 
    else begin
        ex_aluop <= ex_aluop;
        ex_reg1 <= ex_reg1;
        ex_reg2 <= ex_reg2;
        ex_imm <= ex_imm;
        ex_wd <= ex_wd;
        ex_wreg <= ex_wreg;
        ex_inst <= ex_inst;
        ex_pc <= ex_pc;
    end       
end
endmodule
==> impl_metrics.toml <==
# yosys + openroad results
[final_layout]
n_fill_cell = 4652
area_delta_synth_final_pct = 64.22
design_area_mm2 = 0.01237
fin_util_pct = 28.02
drive_above_1_share_pct = 27.94
stdcell_count = 1784

[worst_setup_path]
r2r-end = "ex_pc[31]"
end_kind = "primary output"
cp_max_fo = 2
reg2reg_slack_ns = 0.06
reg2reg_depth = 3
cp_slowest_stage_delay_ns = 0.41
crit_buf_inv = 1
cp_data_required_time_ns = 0.80
r2r_start = "ex_pc[31]"
setup.worst_path.start_class = "flip-flop"
path_cells = "buf_2"
cp_top_family = "flip-flops"
criticalPathCategory = "reg2out"
crit_slowest_cell = "dfrtp_1"
arrival_ns = 1.02

[global_route]
grt_start_max_net_pins = 78
grt_pass1_vias = 7091
grt_pass1_wl_um = 42990
antenna_found_initial = 2
gr-total-overflow = 0
grt_use_total_pct = 10.31

[cts]
root_buffer = "clkbuf_16"
clock_latency_ns = 0.47
numCtsBuffers = 17
cts_tree = "built"
clk_path_buf_depth = 2
cts_num_sinks = 174
path_clk_slew_ns = 0.07
h-tree-depth = 4

[logic_synthesis]
syn-instance-count = 752
yosys-stat-area_mm2 = 0.007530
yosys.stat.seqShare_pct = 57.83
async_flop_share_pct = 100.0
synthesis.area_mm2 = 0.007530
syn_area_per_cell_um2 = 10.01
ys.warnings.count = 11
yosys.area.top_type = "dfrtp_1"
adder_share_pct = 0
yosysUniqueCellTypes = 12
ys_cells = 752
ff_type = "dfrtp_1"
ys_sh_xor_pct = 0
top_logic_kind = "simple AND/OR/NAND/NOR gates"
synth.cellmix.simpleShare_pct = 24.69
top_cell = "dfrtp_1"
synthAoiAreaFrac_pct = 12.23
top_area_share_pct = 57.83
top_cells_by_area = "dfrtp_1, nand2b_1, a21oi_1"
edf_count = 0
synth_flops = 174
netlist_top_cells_count = "dfrtp_1, a21oi_1, nand2b_1, nand3_1, clkbuf_1"
ys_sh_mux_pct = 0

[sta]
rsz0062_at_grt = "true"
relSlewSlack_pct = 46.68
worst_pin_slew_ns = 0.7982
finalCritPeriodShare_pct = 122.0
skew_ns = 0
drv_slew = 0
min_period_ns = 1.220
hold_ws_ns = -0.01258
fin_ws_ns = -0.2202
fmax_mhz = 819.5
tns_ns = -32.52
finalSetupViolations = 189
final-hold-violation-count = 13

[status]
status = "complete, but fails checks"
violations = "hold timing, setup timing"

[placement]
dp_cells = 1665
port_buffers = 352
dpl.hpwl_um = 20310
place_congestion = 0.8067
dpl-instance-area_mm2 = 0.01195

[detailed_routing]
ant_nets = 0
antennaDiodeCount = 0
routedWlPerCell_um = 16.03
drt_iter0_drc = 278
drt-pass1-iter-count = 6
dr.max_layer_used = "met5"
wl_met1_um = 12120
vias_per_cell = 3.985
route.met3.wl_um = 2925
drc = 0
vias = 7110
drt_wl_total_um = 28600
met2_length_um = 12960

[flow_run]
warnings = 33
cap_violations = 0

[floorplan]
fp_util_pct = 17.06
chipArea_mm2 = 0.05336
ios = 357
die_x_um = 231
fp-row-count = 77
die_height_um = 231
core_area_mm2 = 0.04412

[min_path]
hold_class = "in2async"

[power]
leakagePower_nw = 5.688
powerDensity_mw_per_mm2 = 1359
ir_worst_vdd_v = 0.001018
-- repair_timing --
action	4_1_cts	5_1_grt
endpoints found under the hold margin	128	24
pin swaps	0	0
setup buffers	43	36
setup endpoints to repair	174	257
hold buffers	1	3
resized	576	1
-- layout make-up --
class	count	area [um^2]	share of cell area (%)
clock buffer	24	491.7	3.977
clock inverter	8	82.58	0.6678
multi-input combinational	504	2780	22.48
sequential	174	4354	35.21
tap	592	740.7	5.990
timing repair buffer	482	3916	31.67
-- state kept, by name, summed over array words and instances (netlist names) --
| register | count |
|---|---|
| ex_aluop | 8 |
| ex_inst | 32 |
| ex_reg1 | 32 |
| ex_imm | 32 |
| ex_wd | 5 |
| ex_pc | 32 |
| ex_reg2 | 32 |
| ex_wreg | 1 |
-- worst reg2reg max path, delay by kind of cell, from the launching register on --
kind,cells,cell delay [ns]
flops,1,0.38
buf+inv,2,0.25
compound gates,1,0.20
-- routing by layer --
layer / up-vias / GRT usage [%]
li1: 3427 / -
met1: 3405 / 13.42
met2: 242 / 15.83
met3: 32 / 4.648
met4: 4 / 1.788
met5: - / 0
-- layout by cell type, fill, tap and decap left out --
cell type | Yosys | routed
dfrtp_1 | 174 | 174
clkdlybuf4s50_1 | 0 | 174
buf_2 | 16 | 173
nand2b_1 | 164 | 164
nand3_1 | 164 | 164
a21oi_1 | 164 | 164
buf_4 | 2 | 105
buf_12 | 0 | 21
clkbuf_16 | 0 | 17
a32o_1 | 10 | 10
clkbuf_8 | 0 | 5
clkinv_4 | 0 | 4
dlygate4sd3_1 | 0 | 4
clkbuf_1 | 35 | 3
buf_6 | 12 | 3
clkinv_2 | 0 | 2
nor2b_1 | 1 | 1
nor2_2 | 1 | 1
clkinvlp_4 | 0 | 1
bufinv_16 | 0 | 1
dlymetal6s4s_1 | 0 | 1
-- metrics by stage --
stage	worst slack (ns)	power, W
after floorplan	0.05959	0.008386
after global placement	-0.2942	0.01034
after detailed placement	-0.3218	0.01037
after CTS	-0.2871	0.01706
after global routing	-0.2686	0.01757
final	-0.2202	0.01681
-- power breakdown --
part | total [W] | internal [W] | leakage (nW) | switching, W
sequential | 0.00751 | 0.00736 | 2.33 | 0.000155
combinational | 0.00260 | 0.00153 | 3.08 | 0.00107
clock | 0.00669 | 0.00369 | 0.280 | 0.00300
-- worst max path at each step --
stage / to / from / depth (start not counted) / slack (ns)
global route: ex_wreg / ex_wreg / 1 / -0.27
CTS: ex_wreg / ex_wreg / 1 / -0.29
finish: ex_wreg / ex_wreg / 1 / -0.22
-- cell families (layout without fill, tap and decap cells) --
group,after synthesis,after routing
AOI/OAI and AO/OA,174,174
buffers and inverters,74,514
DFF,174,174
and+or+nand+nor,330,330
Power and IR drop assume default switching activity.
