--- flow/design.v ---
module pc_reg(
    input wire clk,
    input wire rst_n,
    input wire start_pulse,
    input wire[31:0] start_pc,
    input wire[5:0] stall,  
    input wire flush, 
    input wire branch_flag_i,
    input wire[31:0] branch_target_address_i,
    output reg[31:0] pc,
    output reg ce,
    output reg we,
    output reg[31:0] data,
    output reg pc_invalid,
    output reg if_start
);
assign we = 1'b0;
assign data = 32'b00000000;
reg start_pulse_d1;
reg start_pulse_d2;
always @ (posedge clk or negedge rst_n) begin
    if(rst_n == 1'b0) begin
        start_pulse_d1 <= 1'b0;
        start_pulse_d2 <= 1'b0;
    end
    else begin
        start_pulse_d1 <= start_pulse;
        start_pulse_d2 <= start_pulse_d1;
    end
end
always @ (*) begin
    if_start <= start_pulse_d1 & (~start_pulse_d2);    
end
always @ (posedge if_start or negedge rst_n) begin
    if(rst_n == 1'b0) begin
        ce <= 1'b0;
    end 
    else begin
        ce <= 1'b1;
    end
end
always @ (posedge clk) begin
    if(ce == 1'b0) begin
        pc <= 32'h00000000;
    end 
    else if(flush) begin
        pc <= 32'b00000000;
    end
    else if(stall[0] == 1'b1) begin
        pc <= pc;
    end
    else if(if_start) begin
        pc <= start_pc;
    end
    else if(branch_flag_i == 1'b1) begin
        pc <= branch_target_address_i;
    end
    else begin
        pc <= pc + 4'h4;
    end
end
always @ (*) begin
    if(pc[1:0] == 2'b00) begin
        pc_invalid <= 1'b0;
    end
    else begin
        pc_invalid <= 1'b1;
    end
end
endmodule
--- flow/config.mk ---
export PLATFORM = sky130hd
export DESIGN_NAME = pc_reg
export DESIGN_NICKNAME = pc_reg
export VERILOG_FILES = /design/flow/design.v
export SDC_FILE = /design/flow/constraint.sdc
export NUM_CORES = 4
export LEC_CHECK = 1
export CORE_UTILIZATION = 40
--- flow/run.sh ---
#!/bin/bash
# OpenROAD 26Q1-2900-gdf79404cd8, Yosys 0.63+post, stock flow scripts
make -C /OpenROAD-flow-scripts/flow DESIGN_CONFIG=/design/flow/config.mk WORK_HOME=/design/flow/orfs finish
--- flow/constraint.sdc ---
current_design pc_reg

set clk_period 4.9
set clk_io_pct 0.2

create_clock -name clk0 -period $clk_period [get_ports {clk}]

set non_clock_inputs [all_inputs -no_clocks]
set_input_delay [expr $clk_period * $clk_io_pct] -clock clk0 $non_clock_inputs
set_output_delay [expr $clk_period * $clk_io_pct] -clock clk0 [all_outputs]
==> run summary <==
Results of the flow run.

The flow ran to the end, but the final reports show violations. The final reports fail on design-rule violations. The worst setup path is launched from a primary input. The starting DRC count in detailed routing stands at 203.

The number of violations of the max-capacitance limit stands at 0. The proportion of power drawn by flip-flops and latches stands at 0.439. The first-pass iteration count of the detailed router stands at 50. For the worst setup path, the data required time is 5120 ps. For this run, the share of the core covered by cells in the final layout is 0.5794. The sequential standard cell area stands at 715.7 µm². The synthesized design contains 0 enable-type register cells. The worst path in the final design needs a cycle of 3081 ps, including I/O delays and setup. TritonCTS built the clock tree. The launch point of the worst register-to-register path is recorded as start_pulse_d2. Clock latency on the worst-skew pair, taken at its later pin, is 290 ps.

The number of distinct standard cells referenced by the synthesized netlist stands at 54. On the final layout, the worst hold slack is 442.6 ps. According to the floorplan report, the total die area is 7048 µm². Summing over every cut layer, the via total after detailed routing is 2906.

Per the cell usage report, the commonest logic cells after layout are 103 x sky130_fd_sc_hd__clkdlybuf4s50_1, 50 x sky130_fd_sc_hd__a21oi_1, 36 x sky130_fd_sc_hd__nand2_1, 34 x sky130_fd_sc_hd__conb_1, 32 x sky130_fd_sc_hd__dfxtp_1. The critical path is of the primary input to flip-flop type. Per the timing report, the most critical flop-to-flop path finishes at pc[10]. In this run the clock root is driven by a sky130_fd_sc_hd__clkbuf_8. Per the timing report, the achievable frequency comes out to 0.3246 GHz. For the worst setup path, the data arrival time is 3300 ps.

The flip-flop and latch count after synthesis stands at 35. The final routed wirelength across all metal layers stands at 8220 µm. The number of fillers in the final layout stands at 600. The post-synthesis sequential area ratio stands at 0.2664. The switching portion of total power comes to 0.2750. The horizontal die size stands at 83.95 µm.

The worst hold path was traced through 0 stages. The buffer_ports step reported a buffer count of 104. The final tally of setup violations stands at 0. Per STA, the startpoint of the critical path is branch_flag_i.

The average routed wire per standard cell stands at 15.36 µm. The mean cell area of the mapped netlist stands at 7.320 µm². For this design, the CTS-stage hold fixing added 0 buffers.

The min-delay analysis places its worst path in the category flip-flop to flip-flop. The worst setup skew after layout stands at 4.296 ps. After floorplanning, the core was divided into 29 placement rows. The main area contributors are sky130_fd_sc_hd__dfxtp_1 24%, sky130_fd_sc_hd__a21oi_1 9.3%, sky130_fd_sc_hd__buf_4 9.2%, sky130_fd_sc_hd__o21ai_0 5.2%, sky130_fd_sc_hd__nand2_1 5.0%. In this run, CTS created clock tree buffers numbering 5. STA classifies the critical path endpoint as a flip-flop. The number of logged tool warnings stands at 31. In the finished design, the share of the clock period the worst path needs comes to 0.6288. The switching power of the nets stands at 0.1872 mW. Per the hold report, the tightest min-delay path originates at start_pulse_d1. For this run, the leading register cell type out of synthesis is sky130_fd_sc_hd__dfxtp_1. Counting only logic cells after layout, the most numerous master is sky130_fd_sc_hd__clkdlybuf4s50_1. The synthesized netlist cell count stands at 367. Per the layout area report, the combinational gate area comes to 1714 µm². The number of unconstrained endpoints stands at 1. The chip area line of the yosys report stands at 2686 µm². The wire length of the first global-routing pass stands at 13410 µm.

The maximum fanout encountered on the critical timing path stands at 32. The synthesis log from Yosys contains 3 warnings. The proportion of register bits with asynchronous set or reset after synthesis stands at 0.08571. The final hold violation count recorded for this run is 0. The leakage component of the power was reported as 1.353 nW. The total power after layout stands at 0.6808 mW. The peak supply drop stands at 87.23 µV. The number of global-route vias before repair stands at 2631. The number of register pins that no clock reaches stands at 1. For the final routed database, the setup TNS stands at 0 ps.

The number of cells reported by Yosys stat comes to 367. The flip-flop count of the largest register, all copies and words added stands at 32. In this run the layout overhead on the synthesized area is reported as 38.52%. The combinational group share of total power stands at 0.235. The vertical extent of the die stands at 83.95 µm. The number of buffers inserted by post-CTS setup repair stands at 0. After clock tree synthesis, the clock-pin slew on the worst setup and hold paths is 70 ps. The floorplan report gives the top-level pin count as 143.

Per the summary, power density relative to cell area is 183.0 nW/µm². Once detail routing completed, the nets flagged for antenna violations numbered 0. The pin count of the biggest net entering global routing stands at 55. The placeable core region stands at 6422 µm².

Dividing the detail-routed via count by the number of cells gives 5.432. The pre-placement core utilization stands at 0.4183. Per the final layout report, the fraction of cells sized above drive strength 1 comes to 0.06769. Total global-route track usage over all layers is 0.2410. The internal power consumption stands at 0.4936 mW. The DRC violation count after routing stands at 18. For this run, the script counts the antenna cells in the layout as 0. The actual transition at the worst max-transition pin stands at 700.7 ps. The initial antenna violation count stands at 0. The placer's final routability congestion estimate stands at 0.8296.

Counting cells, the worst reg-to-reg path comes to 6. The mapped netlist covers 2686 µm². Max-slew check failures listed in the final report amount to 0. Setup repair after global routing left no endpoint under its margin. The biggest area contributor in the post-synthesis netlist is sky130_fd_sc_hd__dfxtp_1.

The worst slew margin relative to its limit stands at 0.5303. The worst register-to-register path has a setup slack of 2540 ps. The clock power share stands at 0.325. Of the post-synthesis cell area, the dominant cell type holds 0.2385. The sum of overflow across all layers after global routing stands at 0. The endpoint of the worst hold path is reported as start_pulse_d2. The maximum count of clock buffers along a single path stands at 2. The half-perimeter wire length after detailed placement stands at 5413 µm.

The clock H-tree reported by CTS has 2 levels. Post-CTS repair changed the size of 0 cells.
synth_stat cells, types with 5 or more instances:
cell type,n
sky130_fd_sc_hd__or3_1,7
sky130_fd_sc_hd__mux2i_1,5
sky130_fd_sc_hd__a31oi_1,10
sky130_fd_sc_hd__nor2_1,14
sky130_fd_sc_hd__a21o_1,5
sky130_fd_sc_hd__buf_4,33
sky130_fd_sc_hd__a21oi_1,50
sky130_fd_sc_hd__nor3_2,5
sky130_fd_sc_hd__nand2_1,36
sky130_fd_sc_hd__o21ai_0,28
sky130_fd_sc_hd__nand4_1,8
sky130_fd_sc_hd__clkbuf_1,20
sky130_fd_sc_hd__dfxtp_1,32
sky130_fd_sc_hd__nand3_1,26
sky130_fd_sc_hd__inv_1,5
sky130_fd_sc_hd__and4_1,5
worst max-delay path, cell delays in order:
cell and delay [ps]:
sky130_fd_sc_hd__clkdlybuf4s50_1 390, sky130_fd_sc_hd__buf_4 240, sky130_fd_sc_hd__inv_2 300, sky130_fd_sc_hd__nand2_1 400, sky130_fd_sc_hd__or4_1 610, sky130_fd_sc_hd__a31o_2 250, sky130_fd_sc_hd__a21oi_1 110
kinds of logic (layout without fill, tap and decap cells):
family / after synthesis / count (layout) / share of synthesized area
xor gates and xnor gates: 8 / 8 / 0.02608
and+or+nand+nor: 129 / 129 / 0.2627
buffers and inverters: 65 / 124 / 0.1402
AOI/OAI and AO/OA: 121 / 121 / 0.2743
other: 2 / 34 / 0.002796
DFF: 35 / 35 / 0.2664
adders and majority gates: 1 / 1 / 0.004657
muxes: 6 / 6 / 0.02282
layer usage:
metal | wire length [µm] | global-route usage
met5 | 0 | 0
met1 | 3729 | 0.3714
met2 | 3783 | 0.3800
met3 | 659 | 0.03112
met4 | 47 | 0.02508
worst max-delay path by stage:
stage	endpoint	slack [ps]	cells past startpoint
CTS	pc[10]	1840	7
global route	pc[10]	1720	7
finish	pc[10]	1820	7
metrics by stage:
stage | std cells | setup WS, ps | area (µm²)
final | 535 | 1819 | 3721
after global routing | 535 | 1715 | 3721
after CTS | 535 | 1840 | 3721
after detailed placement | 527 | 1540 | 3630
after global placement | 527 | 1549 | 3630
after floorplan | 399 | 2729 | 2806
area by class of cell:
| class | instances | share of cell area |
|---|---|---|
| tap | 77 | 0.02589 |
| inverter | 6 | 0.006052 |
| timing repair buffer | 110 | 0.2905 |
| clock buffer | 7 | 0.02320 |
| multi-input combinational | 299 | 0.4607 |
| sequential | 35 | 0.1923 |
| clock inverter | 1 | 0.001345 |
power by group through the flow:
stage / registers, mW / logic, mW / clock network [mW]
5_1_grt: 0.301 / 0.179 / 0.242
6_report: 0.299 / 0.160 / 0.221
4_1_cts: 0.299 / 0.162 / 0.225
Power and IR drop assume default switching activity.
